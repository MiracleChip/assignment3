`run.sh`:
```
#!/bin/bash
# OpenROAD 26Q1-2900-gdf79404cd8, Yosys 0.63+post, stock flow scripts
make -C /OpenROAD-flow-scripts/flow DESIGN_CONFIG=/design/flow/config.mk WORK_HOME=/design/flow/orfs finish
```
`config.mk`:
```
export PLATFORM = sky130hd
export DESIGN_NAME = ctrl_unit
export DESIGN_NICKNAME = ctrl_unit
export VERILOG_FILES = /design/flow/design.v
export SDC_FILE = /design/flow/constraint.sdc
export NUM_CORES = 4
export LEC_CHECK = 1
export CORE_UTILIZATION = 40
```
`constraint.sdc`:
```
current_design ctrl_unit

set clk_period 3.8
set clk_io_pct 0.2

create_clock -name clk0 -period $clk_period [get_ports {clk}]

set non_clock_inputs [all_inputs -no_clocks]
set_input_delay [expr $clk_period * $clk_io_pct] -clock clk0 $non_clock_inputs
set_output_delay [expr $clk_period * $clk_io_pct] -clock clk0 [all_outputs]
```
`design.v`:
```
`timescale 1ns/1ps
module ctrl_unit # (
    parameter int NUM_FLOORS = 16,                
    parameter int FLOOR_BITS = $clog2(NUM_FLOORS)  
)    
    (
    input logic [FLOOR_BITS-1:0] req,
    input logic clk,
    input logic resetN,
    output logic up, 
    output logic down, 
    output logic open,  
    output logic [FLOOR_BITS-1:0] floor  
);
localparam int NUM_FLOOR=10;
localparam int COUNTER_FINAL=50;
logic [31:0] counter;
logic [1:0] timer;
logic en;
typedef enum logic [1:0]{
    close_state =2'b00,  
    open_state =2'b01,
    up_state =2'b11,
    down_state = 2'b10
} state;
state current_state, next_state;
logic [3:0] current_floor, target_floor;
assign target_floor = req[3:0];
always_ff @(posedge clk or negedge resetN) begin
    if (!resetN) begin
        current_state <= close_state;
    end
    else begin
        current_state <= next_state;
        if(current_state == close_state && current_floor == target_floor) begin
        end
    end
end
always @(posedge clk or negedge resetN) begin
    if (!resetN) begin
        current_floor <= 0;
    end
    else begin
            if(current_state==up_state && current_floor < target_floor && timer == 1 && counter == COUNTER_FINAL - 1) begin
                current_floor <=current_floor+1;
            end
            else if (current_state == down_state && current_floor > target_floor && timer == 1 && counter == COUNTER_FINAL - 1) begin
                current_floor <= current_floor-1;
            end
            else if(current_state==open_state && current_floor == target_floor && timer == 1 && counter == COUNTER_FINAL - 1) begin
                current_floor<=target_floor;
            end
    end
end
always_comb begin
    next_state = current_state;  
    case (current_state)
        close_state: begin  
            if ((current_floor)  < target_floor) begin
                next_state = up_state;
            end 
            else if ((current_floor)  > target_floor) begin
                next_state = down_state;
            end 
        end
        open_state: begin  
        if(timer == 1 && counter == COUNTER_FINAL - 1) begin
                    next_state=close_state;
        end
        end
        up_state: begin
                if ((current_floor) == target_floor) begin
                    next_state = open_state;
                end
        end
        down_state: begin
                if ((current_floor)  == target_floor) begin
                    next_state = open_state;
                end
        end
        default:  begin
            next_state = close_state;
        end
    endcase
end
always_comb begin
    case (current_state)
    close_state: {up, down, open}=3'b000;  
    open_state: {up, down, open}=3'b001;  
    down_state: {up, down, open}=3'b010;  
    up_state: {up, down, open}=3'b100;  
    endcase
end
assign floor=current_floor;
always_ff @(posedge clk or negedge resetN) begin
    if(!resetN) begin
        counter<=0;
        en<=0;
        timer<=0;
    end
    else begin
        if(((current_state==up_state &&  next_state == up_state )|| (current_state==down_state && current_state==next_state)|| current_state==open_state)) begin
            if (counter<COUNTER_FINAL - 1)begin
                counter<=counter+1;
                en<=0;
            end
            else if (counter == COUNTER_FINAL - 1) begin
                en<=1;
                counter<=0;
				timer<=timer+1;
            end
            if (timer == 1 && counter == COUNTER_FINAL - 1) begin
                timer<=0;
            end
		end	
    end
end
endmodule
```
==> flow_metrics.py <==
# Generated from Yosys and OpenROAD reports
metrics = {
    "global_routing": {
        "grt_pass1_wl_mm": 4.85,
        "grt-ovfl-total": 0,
        "grt_start_max_net_pins": 41,
        "grt_usage_pct": 12.3,
        "grt_pass1_vias": 1088,
        "grt_antenna_before_repair": 0,
    },
    "pwr": {
        "switchingPower_mw": 0.296,
        "power.leakage_nw": 0.980,
        "power_mw": 1.01,
        "p_clk_share_pct": 27.3,
        "p_sw_share_pct": 29.2,
        "internal-power_mw": 0.718,
        "power_density_mw_per_mm2": 499,
        "pwr-share-seq_pct": 50.4,
        "peakVddDrop_uv": 235,
        "combPwrFrac_pct": 22.3,
    },
    "setup_path": {
        "path_cells": "clkdlybuf4s50_1 > inv_1 > ha_1 > nand4_1 > a21oi_1 > a2111oi_4 > and4_1 > a31oi_1 > nor2_1",
        "crit_buf_inv": 2,
        "critPathMaxFanout": 8,
        "crit_path_end_kind": "flop",
        "startpoint_type": "input port",
        "worstPathRequired_ps": 3970,
        "path_class": "input port to flop",
        "arrival_ps": 3030,
        "slowest_delay_ps": 500,
        "crit_family": "AND-OR/OR-AND gates",
        "cpMaxStageDelayCell": "a21oi_1",
    },
    "yosys": {
        "ys_chip_area_sq_mm": 0.00187,
        "top_area_share_pct": 53.6,
        "avgSynthCellArea_sq_um": 10.7,
        "synth_flop_count": 40,
        "ys.warnings.count": 1,
        "edf_count": 0,
        "synthArstFlopShare_pct": 100,
        "netlist_top_cells_area": "dfrtp_1, ha_1, clkbuf_1",
        "ff_type": "dfrtp_1",
        "synth_cell_type_count": 43,
        "ys_cells": 174,
        "ys_seq_share_pct": 53.6,
        "synthCells": 174,
        "largest_area_cell": "dfrtp_1",
        "synth_area_sq_mm": 0.00187,
    },
    "sta": {
        "timing.fmax_mhz": 350,
        "drv_slew": 0,
        "rsz0062_at_grt": "no",
        "min_period_ps": 2860,
        "period_used_pct": 75.3,
        "hold_viol": 0,
        "setup_viol": 0,
        "finalSetupTns_ps": 0,
        "clock-skew-final_ps": 6.17,
        "tightest_slew_ps": 550,
        "maxSlewHeadroom_pct": 63.0,
    },
    "cts": {
        "postCtsSetupBuffers": 0,
        "clk_latency_ps": 280,
        "numCtsBuffers": 5,
        "path_clk_slew_ps": 70,
        "cts_resized": 0,
        "clkSinkCount": 40,
        "cts.htree.levels": 2,
        "clk_path_buf_depth": 2,
        "ctsHoldBuffers": 0,
        "cts_tree": "done",
        "cts_root_buffer": "clkbuf_8",
    },
    "drt": {
        "vias_per_cell": 5.03,
        "wire_per_inst_microns": 12.5,
        "drtAntennaViolNets": 0,
        "antenna_cells": 0,
        "vias": 1101,
        "firstDrtPassIters": 4,
        "dr.first_iter.drc_count": 58,
        "wirelength_mm": 2.75,
        "drc_errors": 0,
    },
    "die": {
        "dieHeight_microns": 70.3,
        "coreArea_sq_mm": 0.00441,
        "die-area_sq_mm": 0.00495,
        "pin_count": 13,
        "rows": 24,
        "chipWidth_microns": 70.3,
        "fp_util_pct": 42.3,
    },
    "place": {
        "dp_hpwl_mm": 1.97,
        "place.port_buffers": 12,
        "gp_congestion": 0.904,
    },
    "final_layout": {
        "drive_above_1_share_pct": 12.0,
        "comb_area_sq_um": 708,
        "area_delta_synth_final_pct": 8.71,
        "regArea_sq_mm": 0.00100,
        "fill_cells": 377,
    },
    "worst_hold_path": {
        "min_path_type": "flop to flop",
    },
    "run": {
        "cap_violations": 0,
        "warnings": 28,
    },
    "run_status": {
        "status": "complete, no violations",
    },
}
## power groups by stage
stage                 sequential [mW]  combinational (mW)  clock (mW)
final                           0.511               0.226       0.277
after global routing            0.517               0.258       0.309
after CTS                       0.509               0.228       0.286
## layout by cell type (no fill, tap or decap), types with 2 or more instances in the layout
cell             Yosys  final
a21oi_1              5      5
a22oi_1              2      2
a31oi_1              2      2
clkbuf_8             0      6
clkdlybuf4s50_1      0     11
clkinv_2             0      2
dfrtp_1             40     40
ha_1                 9      9
inv_1               11     11
mux2i_1              3      3
nand2_1              8      8
nand2b_1             2      2
nand3_1              5      5
nand4_1              3      3
nor2_1              13     13
nor3_1               3      3
nor4_1               4      4
nor4_2               2      2
nor4_4               2      2
o211a_1              2      2
o21ai_0              5      5
o21ai_1              2      2
or3_1                2      2
xor2_1               3      3
## worst paths after layout
kind | slack [ps] | end | startpoint | cells past startpoint
max reg2reg | 1440 | counter[5]$_DFFE_PN0P_ | current_floor[0]$_DFFE_PN0P_ | 8
min reg2reg | 380 | counter[25]$_DFFE_PN0P_ | counter[25]$_DFFE_PN0P_ | 0
min | 380 | counter[25]$_DFFE_PN0P_ | counter[25]$_DFFE_PN0P_ | 0
max | 940 | counter[5]$_DFFE_PN0P_ | req[1] | 9
min in group asynchronous | 510 | counter[3]$_DFFE_PN0P_ | resetN | 2
max in group asynchronous | 2960 | current_floor[1]$_DFFE_PN0P_ | resetN | 2
## synthesized netlist by cell type, types with 2 or more instances
master and n:
a21oi_1 5, a22oi_1 2, a31oi_1 2, clkbuf_1 25, dfrtp_1 40, ha_1 9, inv_1 11, mux2i_1 3
nand2_1 8, nand2b_1 2, nand3_1 5, nand4_1 3, nor2_1 13, nor3_1 3, nor4_1 4, nor4_2 2
nor4_4 2, o211a_1 2, o21ai_0 5, o21ai_1 2, or3_1 2, xor2_1 3
## area by class of cell
cell class | count | share of cell area (%)
clock buffers | 6 | 4.07
flip-flops and latches | 40 | 49.3
multi-input cells | 95 | 34.9
clock inverters | 2 | 0.493
repair buffers | 13 | 6.04
inverters | 11 | 2.03
well taps | 52 | 3.20
## logic make-up (layout without fill, tap and decap cells)
kind of cell	after synthesis	count (layout)	share of synthesized area, %
fa+ha+maj	9	9	6.03
xor+xnor	4	4	1.88
simple gates	51	51	16.8
mux	4	4	2.21
compound gates	27	27	11.0
flops	40	40	53.6
buf+inv	39	32	8.51
## state kept, by name (all words and copies together) (netlist names)
signal / flops
counter: 32
current_floor: 4
current_state: 2
timer: 2
## per-stage QoR
stage                     cells  setup slack [ps]  utilization [%]  area (sq um)  hold slack [ps]
after global placement      211               754             43.9          1940              365
after floorplan             174              1460                -          1870              429
after global routing        219               763             46.0          2030              389
final                       219               940             46.0          2030              378
after detailed placement    211               726             43.9          1940              366
after CTS                   219               972             46.0          2030              383
## layer usage
layer | routed length (microns) | global-route usage (%) | share of wire, % | up-vias
li1 | - | - | - | 568
met5 | 0 | 0 | 0 | -
met2 | 1140 | 16.5 | 41 | 18
met4 | 13 | 2.00 | 0.47 | 0
met3 | 98 | 2.48 | 3.6 | 2
met1 | 1500 | 21.4 | 54 | 513
Power figures rest on the tool's default switching activity, not on a simulated workload.
