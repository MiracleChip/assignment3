==> flow/design.v <==
`timescale 1ns/1ps
module ssd (
    input logic [3:0] BCD,  
    output logic [6:0] A
);
    always @(*)
	 begin
        case (BCD)
            4'b0000: A = 7'b1000000;
            4'b0001: A = 7'b1111001;
            4'b0010: A = 7'b0100100;
            4'b0011: A = 7'b0110000;
            4'b0100: A = 7'b0011001;
            4'b0101: A = 7'b0010010;
            4'b0110: A = 7'b0000010;
            4'b0111: A = 7'b1111000;
            4'b1000: A = 7'b1111111;
            4'b1001: A = 7'b0010000;
            default: A = 7'b0000000;
        endcase
    end
endmodule
==> flow/run.sh <==
#!/bin/bash
# OpenROAD 26Q1-2900-gdf79404cd8, Yosys 0.63+post, stock flow scripts
make -C /OpenROAD-flow-scripts/flow DESIGN_CONFIG=/design/flow/config.mk WORK_HOME=/design/flow/orfs finish
==> flow/config.mk <==
export PLATFORM = sky130hd
export DESIGN_NAME = ssd
export DESIGN_NICKNAME = ssd
export VERILOG_FILES = /design/flow/design.v
export SDC_FILE = /design/flow/constraint.sdc
export NUM_CORES = 4
export LEC_CHECK = 1
export CORE_AREA = 10 10 70 70
export DIE_AREA = 0 0 80 80
==> flow/constraint.sdc <==
current_design ssd

set clk_period 2.3
set clk_io_pct 0.2

create_clock -name clk0 -period $clk_period

set non_clock_inputs [all_inputs -no_clocks]
set_input_delay [expr $clk_period * $clk_io_pct] -clock clk0 $non_clock_inputs
set_output_delay [expr $clk_period * $clk_io_pct] -clock clk0 [all_outputs]
==> flow_summary.toml <==
# generated from flow reports
[yosys]
synthDistinctLibCells = 16
yosysSeqAreaShare_pct = 0
ys_cells = 30
top_area_share_pct = 26.7
synth.largest_area_cell = "ha_1"
synthTopCellsByArea = "ha_1, buf_6, o21a_1"
synth_chip_area_um2 = 234
synth_cells = 30
syn_area_um2 = 234
ys_warn_count = 1
synth.avg_cell_area_um2 = 7.80

[timing]
finalHoldViolCount = 0
rsz0062_at_grt = "no"
min_period_ps = 2220
fmax_mhz = 450
worst_pin_slew_ps = 181
maxSlewViolCount = 0
hold_slack_ps = 1590
relSlewSlack_pct = 87.8
finalClockPeriodUsage_pct = 96.7
fin_ws_ps = 76.3
final-setup-viol-count = 0

[drt]
wl_per_cell_um = 9.03
final_antenna_net_count = 0
routedLengthMet1_um = 535
met3WireLength_um = 70
first_pass_iters = 2
via_per_inst = 2.85
drtIter0Drc = 3
route.met2.wl_um = 235
drc = 0
n_antenna_cell = 0
vias = 265
top_layer = "met3"
wl_um = 840

[floorplan]
die_x_um = 80
fp_util_pct = 6.85
rows = 21
core_area_um2 = 3420
pin_count = 11
chipArea_um2 = 6400
fp.dieH_um = 80

[grt]
overflow = 0
grt_pass1_vias = 271
grt_first_pass_wirelength_um = 1340
grt_usage_pct = 2.49
antenna_found_initial = 0
grt_max_degree = 10

[setup_path]
critPathKind = "input port to output pin"
crit_path_start_kind = "input port"
end_kind = "output pin"
arrival_ps = 1760
path_max_fanout = 4
crit_required_ps = 1840

[worst_hold_path]
min_path_cells = 5
hp-start = "BCD[3]"
hp-class = "input port to output pin"
hold_end = "A[2]"

[finish]
final_util_pct = 14.4
drive_gt1_share_pct = 38.3
regArea_um2 = 0
nClkBuffers = 0
syn_to_final_growth_pct = 110
ff_count = 0

[placement]
gp_congestion = 0.759
place_ws_ps = -257
dp_hpwl_um = 632
numPortBuffers = 11

[power]
ir_drop_v = 0.0000560
power_density_nw_per_um2 = 146
leakage_nw = 0.241

[outcome]
status = "completed"

[run]
warnings = 36
max-cap-violations = 0
-- routing by layer --
metal / GRT usage, % / vias up
met5: 0 / -
met4: 0 / 0
met3: 0.909 / 0
met2: 2.57 / 11
met1: 4.48 / 118
li1: - / 136
-- Yosys cell counts (all sizes together) --
cell and number:
a21oi 1, buf 2, ha 5, inv 3, mux2i 1, nand2 3
nand2b 2, nor2b 2, o21a 3, o21ai 7, o31ai 1
-- area by class of cell --
class                      count  area (µm²)
multi-input combinational     25         243
timing repair buffer          19         176
tap                           46        57.6
fill                         404        2930
inverter                       3        13.8
-- through the flow --
stage | total power [mW] | area (µm²) | setup TNS [ps] | cells
CTS | 0.0675 | 448 | 0 | 92
floorplan | 0.0284 | 234 | 0 | 30
detailed placement | 0.0633 | 417 | -1270 | 90
global route | 0.0796 | 490 | 0 | 93
finish | 0.0718 | 490 | 0 | 93
global placement | 0.0617 | 417 | -1070 | 90
-- where the power goes --
part	leakage [nW]	total, mW	switching (mW)	internal, mW
clock network	0	0	0	0
registers	0	0	0	0
logic	0.241	0.0718	0.0308	0.0410
-- cell families (layout without fill, tap and decap cells) --
kind of cell	Yosys count	in the layout	share of synthesized area (%)
AOI/OAI and AO/OA	12	12	31.5
buffers and inverters	5	22	14.4
muxes	1	1	4.28
and+or+nand+nor	7	7	23.0
adders and majority gates	5	5	26.7
-- worst max-delay path: stages --
cell             delay (ps)
dlygate4sd2_1           270
inv_4                   110
ha_4                    210
o21ai_1                 110
o21a_1                  120
clkdlybuf4s50_1         480
-- worst max-delay path by stage --
stage | endpoint | slack (ps) | from | depth (start not counted)
after global routing | A[6] | 20 | BCD[2] | 5
after CTS | A[1] | 20 | BCD[2] | 5
final | A[3] | 80 | BCD[1] | 6
-- cells in the final DEF, fill, tap and decap left out --
cell type,count
buf_6,2
o21ai_0,1
nand2_4,1
dlymetal6s2s_1,3
nand2b_1,2
ha_4,3
inv_4,1
nand2_1,1
nor2b_4,1
dlygate4sd2_1,5
o31ai_2,1
ha_1,2
clkdlybuf4s50_1,3
inv_1,1
o21a_1,3
o21ai_2,1
nor2b_1,1
a21oi_1,1
o21ai_1,5
buf_4,5
buf_2,1
mux2i_1,1
nand2_2,1
inv_2,1
-- repair_timing --
action / in CTS / in global routing
pin swaps: 2 / 0
hold buffers: 0 / 0
setup buffers: 1 / 1
cloned: 1 / 0
gates resized: 13 / 8
endpoints found under the setup margin: 7 / 3
Power is estimated from default activity; no workload was simulated.
